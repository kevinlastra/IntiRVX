## flow/design.v

```verilog
package cpu_parameters;
  parameter xlen = 32;
endpackage
package interfaces_pkg;
  typedef struct packed 
  {
    logic[1:0] unit;  
    logic[2:0] sub_unit; 
    logic[3:0] sel;
    logic imm;
    logic fence;
    logic ecall;
    logic ebreak;
    logic illegal_instr;
    logic mret;
  } decode_bus;
endpackage
module fifo 
#(parameter DATA_SIZE = 32)
(
  input logic clk,
  input logic rst_n,
  input logic[DATA_SIZE-1:0] data_i,
  input logic flush,
  input logic ok,
  output logic[DATA_SIZE-1:0] data_o
);
logic[DATA_SIZE-1:0] data;
always_ff @(posedge clk or negedge rst_n) begin
  if(!rst_n) begin
    data_o <= '0;
  end else if(ok) begin
    data_o <= data;
  end
end
always  begin
  if(flush) begin
    data = 'h0;     
  end else begin
    data = data_i;
  end
end
endmodule
```

## flow/run.sh

```bash
#!/bin/bash
# OpenROAD 26Q1-2900-gdf79404cd8, Yosys 0.63+post, stock flow scripts
make -C /OpenROAD-flow-scripts/flow DESIGN_CONFIG=/design/flow/config.mk WORK_HOME=/design/flow/orfs finish
```

## flow/config.mk

```make
export PLATFORM = sky130hd
export DESIGN_NAME = fifo
export DESIGN_NICKNAME = fifo
export VERILOG_FILES = /design/flow/design.v
export SDC_FILE = /design/flow/constraint.sdc
export NUM_CORES = 4
export LEC_CHECK = 1
export CORE_UTILIZATION = 30
```

## flow/constraint.sdc

```tcl
current_design fifo

set clk_period 1.0
set clk_io_pct 0.2

create_clock -name clk0 -period $clk_period [get_ports {clk}]

set non_clock_inputs [all_inputs -no_clocks]
set_input_delay [expr $clk_period * $clk_io_pct] -clock clk0 $non_clock_inputs
set_output_delay [expr $clk_period * $clk_io_pct] -clock clk0 [all_outputs]
```

==> Changelog: implementation <==
### Implementation results

* Run status: finished, final reports clean
* Critical path class: reg -> out
* Avg Inst Size Synth at between 10 and 15 sq um
* Vias/cell at ~4.4
* Number of failing hold endpoints at the final stage at 0
* Crit Path Max Fanout at 2
* Area leader share at 0.569
* Crit-path max cell delay at 0.39 ns
* Final ANT Viol Nets at 0
* Cell count after synthesis at between 100 and 150
* Adder-cell share of the synthesized area at 0
* Final WL at around 3200 um
* Design area at 2160 sq um
* FFs w/ async S/R, synth at 1.00
* Logic cell area at approximately 400 sq um
* RSZ-0062 raised after global routing: yes
* Yosys simple share at 0.171
* TritonCTS clock tree: built
* Largest net degree at the start of global routing at 36
* Tool Warnings at 26
* DRC violations left at 0
* Pleak at roughly 1.0 nW
* Worst setup EP type: output pin
* GR Util All Layers at 0.137
* Seq/Total Area, Yosys at 0.569
* Post-synthesis to final-layout area growth at 53.4%
* Crit path time final at 0.980 ns
* Synthesis area per yosys at 1410 sq um
* Max_cap viols at 0
* # Cells Yosys at between 100 and 150
* Aoi share at 0.114
* Dominant comb cell: simple AND/OR/NAND/NOR gates
* Share of cells above drive strength 1 at 0.255
* H-tree Lvls at 2
* Core area at about 4400 sq um
* Row cnt at 24
* Initial antenna violation count at 0
* Multiplexer share at 0
* Worst setup SP type: flip-flop
* Final TNS setup at 0 ns
* Post-synthesis cell type count at 7
* Cycle use final at 0.980
* CP required at around 0.8 ns
* Cell chain of the critical path: buf_2
* Xor+xnor area frac at 0
* CTS Buf Count at 5
* Late-Pin Clk Latency at approximately 0.28 ns
* Commonest cells in the netlist: dfrtp_1, inv_1, nand3b_1, o21ai_1, buf_6
* Init Core Util at 0.317
* FF-to-FF Start: data_o[24]
* Total grt overflow at 0
* Filler Cells Inserted at roughly 400
* Worst-path clk slew at about 0.060 ns
* Final Non-Filler Cells at between 200 and 300
* Biggest regs: data_o x32
* Top_reg_cell synth: dfrtp_1
* Max_slew headroom at 0.881
* Netlist Area Pre-Place at around 1400 sq um
* Number of port buffers at 67
* Chip area at 4970 sq um
* Setup ws final at 0.0199 ns
* Maximum vdd ir drop at about 770 uV
* HP Class: in -> async
* Dpl hpwl at 2120 um
* Post-synth EDFFs at 0
* Global-route wire length before repair at between 5000 and 6000 um
* Post-CTS Hold Buffers at 0
* Routed len/inst at around 12 um
* Most flops, register: data_o
* Power Density at 1370 nW/um^2
* Max stage delay cell, worst path: dfrtp_1
* Cell taking the most area after synthesis: dfrtp_1
* Die H at around 70 um
* Clock root cell: clkbuf_8
* Critical path buffer and inverter count at 1
* Top delay family on crit path: flip-flops
* Synth area leaders: dfrtp_1, nand3b_1, o21ai_1, inv_1, buf_6
* # IOs at just under 70
* Die W at between 70 and 80 um
* Max reg flops at 32
* Synth warn at 1
* Vias in the first global route at 1,069
* Worst slew pin tran at around 0.18 ns
* Vias at 1,196
* Slew Viols, Final at 0
* Inserted Diodes at 0
* RePlAce Congestion at between 0.7 and 0.8
* R2R Path End: data_o[24]
* Clock tree sinks at 32
* Post-Place Setup Slack at -0.197 ns
* WP data arrival at 0.78 ns
* R2R depth at 3
* DRT Pass-1 Iters at 21
* Finish-stage setup viols at 0
* Skew final at 0 ns
* Synth flops at 32
* Register Area at between 800 and 900 sq um
* Placed Area at about 2100 sq um
* Total power draw at roughly 3.0 mW
* R2R setup slack at roughly 0.27 ns
* Clock Path Buffers at 2
* Detailed Route Iter0 Violations at approximately 110
* Cells after DPL at around 250
* Fmax at between 1 and 1.5 GHz
-- metal layers --
metal | vias up | global-route usage | wire (um)
met5 | - | 0 | 0
met4 | 0 | 0.0181 | 40
met3 | 4 | 0.0409 | 276
met2 | 44 | 0.197 | 1390
met1 | 547 | 0.218 | 1510
li1 | 601 | - | -
-- metrics by stage --
step | hold slack [ns] | util
2_1_floorplan | -0.0956 | -
3_3_place_gp | 0.497 | 0.480
3_5_place_dp | 0.505 | 0.480
4_1_cts | 0.293 | 0.476
5_1_grt | 0.299 | 0.486
6_report | 0.289 | 0.486
-- kinds of logic after synthesis --
| logic type | after synthesis |
|---|---|
| buffers and inverters | 42 |
| DFF | 32 |
| and+or+nand+nor | 32 |
| AOI/OAI and AO/OA | 32 |
-- layout by cell type (no fill, tap or decap), drive strengths merged --
cell	instances
inv	32
o21ai	32
clkdlybuf4s50	34
clkbuf	8
buf	50
nand3b	32
dfrtp	32
-- layout make-up --
class / count / area share
Clock buffer: 8 / 0.0417
Sequential cell: 32 / 0.371
Multi-Input combinational cell: 64 / 0.185
Tap cell: 52 / 0.0301
Inverter: 32 / 0.0556
Timing Repair Buffer: 84 / 0.316
-- timing repair --
action | CTS | global route
pin swaps | 0 | 0
setup buffers | 7 | 6
gates resized | 97 | 0
setup endpoints to repair | 32 | 21
-- worst max-delay path by stage --
stage / from / to / slack [ns] / depth (start not counted)
final: data_o[11] / data_o[11] / 0.02 / 1
after global routing: data_o[7] / data_o[7] / -0.02 / 1
after CTS: data_o[7] / data_o[7] / 0.0009 / 1
-- report_power, final --
part,switching [mW],internal [mW]
Combinational,0.184,0.333
Sequential,0.0489,1.40
Clock,0.431,0.560
Total,0.664,2.29
Power is estimated from default activity; no workload was simulated.
